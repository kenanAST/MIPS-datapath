==> design/flow/config.mk <==
export PLATFORM = sky130hd
export DESIGN_NAME = alu
export DESIGN_NICKNAME = alu
export VERILOG_FILES = /design/flow/design.v
export SDC_FILE = /design/flow/constraint.sdc
export NUM_CORES = 4
export LEC_CHECK = 1
export CORE_UTILIZATION = 50
==> design/flow/design.v <==
module alu(
	input [5:0] Func_in, 
	input [31:0] A_in, 
	input [31:0] B_in,
	output reg [31:0] O_out,
	output reg Branch_out, 
	output reg Jump_out
);
	reg [31:0]	AdderInputB;
	reg			AdderCarryIn;
	reg [31:0]	AdderOut;
	reg [31:0] LogicOut;
	reg [31:0] SltOut;
	reg [31:0] BranchOut;
	reg Sign;
	reg Zero;
	reg LTZ;
	reg LEZ;
	reg GTZ;
	reg GEZ;
	reg Eq;
	reg DoBranch,DoJump;
	always @(*) begin
		if (Func_in[1]) begin
			AdderInputB = ~B_in;
		end else begin
			AdderInputB = B_in;
		end
		AdderOut = A_in + AdderInputB + Func_in[1];
		case (Func_in[1:0])
			2'b00:
			LogicOut = A_in & B_in;
			2'b01:
			LogicOut = A_in | B_in;
			2'b10:
			LogicOut = A_in ^ B_in;
			2'b11:
			LogicOut = ~(A_in | B_in);
		endcase
		if (Func_in[0]) begin
			SltOut = A_in < B_in;
		end else begin
			SltOut = $signed(A_in) < $signed(B_in);
		end
		BranchOut = A_in;
		Sign = A_in[31];
		Zero = A_in[31:0] == 32'b0;
		LTZ = Sign;
		LEZ = Sign || Zero;
		GTZ = ~Sign && ~Zero;
		GEZ = ~Sign;
		Eq = A_in == B_in;
		DoBranch = 1'b0;
		DoJump = 1'b0;
		case (Func_in[2:0])
			3'b000:  
				DoBranch = LTZ;
			3'b001:  
				DoBranch = GEZ;
			3'b010:  
				DoJump = 1'b1;
			3'b011:  
				DoJump = 1'b1;
			3'b100:  
				DoBranch = Eq;
			3'b101:  
				DoBranch = ~Eq;				
			3'b110:  
				DoBranch = LEZ;
			3'b111:  
				DoBranch = GTZ;
			default:
				DoBranch = 1'b0;
		endcase
		Branch_out = 1'b0;
		Jump_out = 1'b0;
		if (Func_in[5:2] == 4'b1000) begin
			O_out = AdderOut;
		end else if (Func_in[5:2] == 4'b1001) begin
			O_out = LogicOut;
		end else if (Func_in[5:3] == 3'b101) begin
			O_out = SltOut;
		end else if (Func_in[5:3] == 3'b111) begin
			O_out = BranchOut;
			Branch_out = DoBranch;
			Jump_out = DoJump;
		end else begin
			O_out = 32'bxxxxxxxx_xxxxxxxx_xxxxxxxx_xxxxxxxx;
		end
	end
endmodule
==> design/flow/run.sh <==
#!/bin/bash
# OpenROAD 26Q1-2900-gdf79404cd8, Yosys 0.63+post, stock flow scripts
make -C /OpenROAD-flow-scripts/flow DESIGN_CONFIG=/design/flow/config.mk WORK_HOME=/design/flow/orfs finish
==> design/flow/constraint.sdc <==
current_design alu

set clk_period 19.6
set clk_io_pct 0.2

create_clock -name clk0 -period $clk_period

set non_clock_inputs [all_inputs -no_clocks]
set_input_delay [expr $clk_period * $clk_io_pct] -clock clk0 $non_clock_inputs
set_output_delay [expr $clk_period * $clk_io_pct] -clock clk0 [all_outputs]
==> results_slide.txt <==
Key Metrics from the Run

Yosys
  • Cell area leaders: ha_1, mux2i_1, inv_1, xor2_1, a21oi_1
  • Syn avg cell area: 7.08 sq um
  • Ys Warns: 1
  • Post-synthesis sequential area ratio: 0%
  • Yosys top cell by area: ha_1
  • Chip Area, Yosys: 0.00537 sq mm
  • Count of different cell masters after synthesis: 54
  • Area leader share: between 20 and 30%
  • Cell Area, Synth: roughly 0.0054 sq mm
  • Count of mapped cells out of synthesis: 758
  • # Cells Yosys: 758

Timing
  • Unrepaired setup endpoints after global routing: false
  • # setup viols final: 0
  • Hold Fails Final Rpt: 0
  • Slew HR: 53.9%
  • Pins over their slew limit: 0
  • Minimum clock period: 11.85 ns
  • Slew of the pin with the lowest slew margin: 0.691 ns
  • Fmax: 84.4 MHz
  • Final period utilization: 60.5%
  • Setup tns final: 0 ns

Drt
  • Antenna Cells: 0
  • 1st-iter DRT viols: roughly 300
  • Number of vias per cell: 5.55
  • Vias: 5,410
  • Routed length per instance: 15.1 microns
  • # DRC: 0
  • Antenna Violating Nets Remaining: 0
  • DRT Wirelength: 14.7 mm
  • Pre-Repair DR Iteration Count: 5

Placement
  • Area post-placement: 0.00651 sq mm
  • GPL Wtd Cong: between 0.9 and 1
  • Post-DP HPWL: about 12 mm
  • Cells after DPL: 974
  • Port-buffer cells: approximately 100

Clocking
  • Cts hold-fix bufs: 0
  • Post-CTS Setup Bufs: 0
  • CTS resizes: 0

Power and ir drop
  • Worst vdd ir: between 10 and 15 uV
  • Pwr/cell area: 28.1 mW/mm^2
  • Lkg Pwr: 0.00323 uW
  • Tot Pwr: approximately 180 uW

Critical path
  • Critical Path Start Type: primary input
  • Crit-path max cell delay: around 0.63 ns
  • Slowest-stage cell, CP: buf_4
  • Worst path top cell family by delay: AND-OR/OR-AND gates
  • WP data required: 15.68 ns
  • Crit Path Category: primary input to output pin
  • CP Capture Type: output pin
  • Crit path cell chain: buf_4, buf_4, xor2_1, ha_1, nand3_1, o2111ai_1, a221o_1, a221o_1, a41oi_2, o2111ai_1, a21oi_1, xnor2_1, o21ai_1, clkdlybuf4s50_1
  • Crit path DAT: 7.93 ns
  • Maximum fanout along the worst path: around 58
  • CP bufs+invs: 3

Floorplanning
  • Starting Density: 51.8%
  • Number of cell rows: 37
  • I/O Pins: 104
  • Die height: 106 microns
  • Chip width: 106 microns
  • Core ar.: 0.0104 sq mm
  • Total die size: ~0.011 sq mm

Cells and area
  • Design Area, Final: 0.00651 sq mm
  • Layout area overhead: 21.2%
  • Top cells excl fill/tap: ha_1, inv_1, clkdlybuf4s50_1
  • Clock buffer cells: 0
  • Register area: 0 sq um
  • Share of layout cells above drive strength 1: under 10%
  • Flip-flops: 0
  • Non-Filler Instances: 974
  • Top cell excl fill/tap: ha_1
  • Post-layout util: between 60% and 70%

Outcome
  • Outcome: finished, final reports clean

Flow run
  • Max cap viols: 0
  • Tool warnings: 97

Global route
  • Aggregate global-route resource usage: 26.8%
  • Total gr overflow: 0
  • Number of global-route vias before repair: between 4,000 and 5,000
  • Initial antenna violation count: 0
  • Largest net degree at the start of global routing: 59
  • First-pass GRT wire length: 24.1 mm

Hold path
  • Hold crit path type: primary input to output pin
==> power by group <==
part	internal, uW	total, uW	switching, uW	leakage, uW
Clock	0	0	0	0
Combinational	85.7	183	97.4	0.00323
Sequential	0	0	0	0
==> Yosys cell counts (5+ instances only) <==
library cell  count
mux2i_1          52
nand2_1          25
ha_1            126
nor2b_1          20
a221o_1           5
a211oi_1         25
nor3_1            9
xor2_1           46
nand3_1          12
inv_1           112
nand2b_1          8
xnor2_1          14
a21o_1           16
a21oi_1          54
nor2_1           67
o21ai_1           9
nor4_1           16
clkbuf_1         27
o21ai_0          38
o311ai_0          6
a22o_1            6
o21bai_1          7
==> worst paths after layout <==
kind	startpoint	to	slack, ns	cells past startpoint
hold / removal	Func_in[1]	O_out[2]	8.76	4
setup / recovery	Func_in[1]	O_out[31]	7.75	14
==> layout make-up <==
cell class                 instances  area [sq um]
inverter                         112           420
multi-input combinational        614          4820
fill                             944          3860
timing repair buffer             112          1100
tap                              136           170
==> metal layers <==
metal | GRT usage [%] | share of wire (%) | vias to the layer above
met4 | 5.85 | 2.1 | 0
met1 | 36.9 | 47 | 2445
li1 | - | - | 2814
met2 | 46.4 | 46 | 132
met5 | 0 | 0 | -
met3 | 0.946 | 4.8 | 19
==> per-stage QoR <==
step,setup slack [ns],hold slack [ns]
finish,7.75,8.76
CTS,7.74,8.78
global placement,7.77,8.79
floorplan,8.64,7.90
global route,7.43,8.84
detailed placement,7.76,8.78
==> logic make-up after synthesis <==
| group | Yosys count | share of synthesized area, % |
|---|---|---|
| AND-OR/OR-AND | 200 | 24.4 |
| AND/OR/NAND/NOR | 173 | 15.5 |
| buffers and inverters | 144 | 10.2 |
| adder cells (fa/ha/maj) | 127 | 29.7 |
| XOR/XNOR | 60 | 9.79 |
| multiplexers | 54 | 10.3 |
Power figures rest on the tool's default switching activity, not on a simulated workload.
