### design.v
module reg_file(
  input clk, rst,
  input [4:0] R1, R2, 
  input [4:0] W1,
  input [31:0] D1,
  output reg [31:0] Out1, Out2
  );
  reg [31:0] rf[31:0];
  always @(posedge clk)
  begin
    if(W1 == 0) begin
        rf[W1] <= 0;
      end
    else begin
        rf[W1] <= D1;
      end
    Out1 <= rf[R1];
    Out2 <= rf[R2];
  end
endmodule
### run.sh
#!/bin/bash
# OpenROAD 26Q1-2900-gdf79404cd8, Yosys 0.63+post, stock flow scripts
make -C /OpenROAD-flow-scripts/flow DESIGN_CONFIG=/design/flow/config.mk WORK_HOME=/design/flow/orfs finish
### config.mk
export PLATFORM = sky130hd
export DESIGN_NAME = reg_file
export DESIGN_NICKNAME = reg_file
export VERILOG_FILES = /design/flow/design.v
export SDC_FILE = /design/flow/constraint.sdc
export NUM_CORES = 4
export LEC_CHECK = 1
export CORE_UTILIZATION = 40
### constraint.sdc
current_design reg_file

set clk_period 6.8
set clk_io_pct 0.2

create_clock -name clk0 -period $clk_period [get_ports {clk}]

set non_clock_inputs [all_inputs -no_clocks]
set_input_delay [expr $clk_period * $clk_io_pct] -clock clk0 $non_clock_inputs
set_output_delay [expr $clk_period * $clk_io_pct] -clock clk0 [all_outputs]
==> results_dict.tcl <==
# metrics dict for downstream scripts
set metrics [dict create \
    dieWidth_microns 355.7 \
    area_delta_synth_final_pct 13.31 \
    ios 113 \
    clockBufferDepth 3 \
    fillers 10680 \
    max_slew_margin 0.3652 \
    grt_max_degree 90 \
    syn_inst 3424 \
    via_per_inst 5.923 \
    cts_setup_buffers 0 \
    max_slew.worst_pin.slew_ns 0.9521 \
    floorplan.initialDensity 0.4038 \
    ys_types 27 \
    max_freq_mhz 249.2 \
    cts_tree "built" \
    drive_gt1_frac 0.09312 \
    hpwl_microns 83440 \
    r2r-start "rf[3][19]" \
    wl_microns 154500 \
    cts_root_buf "clkbuf_16" \
    insertion_delay_ns 0.72 \
    rrSetupSlack_ns 5.27 \
    chipArea_sq_mm 0.1266 \
    fin_total_pwr_mw 14.94 \
    crit_arrival_ns 4.33 \
    gp_congestion 0.8655 \
    endpoint "rf[0][25]" \
    hold_viol 0 \
    die_y_microns 355.7 \
    min_path_cells 4 \
    numSynthFlops 1088 \
    status "finished clean" \
    warning_count 27 \
    grtUsageMet3 0.1711 \
    end_kind "register" \
    worst_r2r_endpoint "Out1[19]" \
    ir_drop_mv 0.1961 \
    critPathKind "in2reg" \
    worstSetupStartpoint "W1[3]" \
    grt_first_pass_wirelength_microns 219100 \
    ys_seq_frac 0.6399 \
    postCtsHoldBufs 0 \
    p_leak_nw 20.58 \
    cts-resized-gates 0 \
    cellPowerDensity_mw_per_mm2 263.5 \
    vias 31140 \
    yosys_warnings 1 \
    finalSetupViolations 0 \
    critical_path.max_fanout 33 \
    fp-row-count 129 \
    final_antenna_net_count 0 \
    pre_cts_slack_ns 2.169 \
    firstDrtPassIters 26 \
    clk_pin_slew_ns 0.06 \
    grt_usage 0.2619 \
    htreeDepth 3 \
    grtUsageMet2 0.3788 \
    met1_usage 0.3377 \
    area_leaders "edfxtp_1 61%, mux2i_1 20%, a22oi_1 4.8%" \
    grt_pass1_vias 32000 \
    fin_crit_sh 0.5902 \
    comb_area_sq_mm 0.01682 \
    clkSinkCount 1088 \
    first_iter_violations 2302 \
    worstPathRequired_ns 7.12 \
    finalClockSkew_ns 0.03149 \
    synth-cells-yosys 3424 \
    dpl.cell_count 5038 \
    worst_slack_ns 2.787 \
    netlist_area_sq_mm 0.05005 \
    ff2ff_path_depth 5 \
    port_buffers 111 \
    rsz0062_at_grt "no" \
    grt_overflow 0 \
    fin_setup_tns_ns 0 \
    coreArea_sq_mm 0.1240 \
    regArea_sq_mm 0.03203 \
    synth.avg_cell_area_sq_um 14.62 \
    period_minus_slack_ns 4.013 \
    synth_top_area_share 0.6143 \
    final_cells 5258 \
    drc 0 \
    final_max_slew_viol_count 0 \
    critPathLaunchType "input pin" \
    final_util 0.4575 \
    cap_violations 0 \
    min_path_type "reg2reg" \
    numCtsBuffers 115 \
    yosys_area_sq_mm 0.05005 \
    post-synth-top-area-cell "edfxtp_1" \
    wl_per_cell_microns 29.39 \
    busiest_layer "met2" \
    antenna_found_initial 1 \
]
[cells in the mapped netlist]
cell / number
mux2i_1: 1024
nand3_1: 225
inv_1: 1
or3b_2: 2
or2_2: 2
clkbuf_1: 100
nor3_1: 32
nand2b_1: 5
nand2_1: 131
and2_1: 35
nor2b_1: 5
buf_4: 60
nor2_1: 35
a22o_1: 64
edfxtp_1: 1024
a22oi_1: 320
nand4_1: 32
nand3b_1: 3
a31oi_1: 32
buf_6: 32
buf_1: 10
dfxtp_1: 64
or3_1: 1
buf_2: 54
clkbuf_4: 2
or2_1: 1
a21oi_1: 128
[layout by cell type, fill, tap and decap left out, types with 13 or more instances in the layout]
master              n
a22oi_1           320
clkbuf_16         115
nor2_4             34
a31oi_1            32
clkdlybuf4s50_1   109
dfxtp_1            64
buf_12             13
nor3_1             32
buf_4             111
nand4_1            32
a22o_1             64
edfxtp_1         1024
nand2_1           130
clkbuf_1           46
clkinv_1           13
mux2i_1          1024
and2_1             32
a21oi_1           128
clkbuf_8           19
clkinv_2           14
nand3_1           225
[layer usage]
layer  vias to the layer above  wire length (microns)  part of all wire
met2                      1710                  69720              0.45
li1                      13780                      -                 -
met1                     15360                  56000              0.36
met5                         -                     37           0.00024
met3                       295                  23920              0.15
met4                         2                   4864             0.031
[where the power goes]
group          switching [mW]  internal [mW]
Clock                    2.56           3.41
Combinational           0.847          0.509
Sequential             0.0894           7.53
[worst max-delay path, cell delays in order]
cell and delay [ns]:
clkdlybuf4s50_1 0.58, or3_1 0.60, or2_2 0.34, buf_4 0.29
inv_2 0.52, buf_4 0.60
[kinds of logic after synthesis]
logic type	share of synthesized area
mux	0.2048
flops	0.6399
simple gates	0.04907
compound gates	0.07599
buf+inv	0.03022
[final cells by class]
class / instances / area share
inverter: 1 / 0.00006618
timing repair buffer: 235 / 0.03905
antenna: 2 / 0.00008824
multi-input combinational: 2077 / 0.2965
clock inverter: 38 / 0.004986
clock buffer: 180 / 0.05840
sequential: 1088 / 0.5648
tap: 1637 / 0.03611
[how the worst min path moves through the flow]
| stage | from | endpoint | slack, ns |
|---|---|---|---|
| global route | rf[27][25] | Out1[25] | 0.68 |
| finish | rf[9][25] | Out1[25] | 0.63 |
| CTS | rf[9][25] | Out1[25] | 0.63 |
[flip-flops by register name, indices dropped and copies added (netlist names)]
| register | cells |
|---|---|
| Out1 | 32 |
| rf | 1024 |
| Out2 | 32 |
[stage by stage]
| stage | cell area (sq um) | hold WS (ns) |
|---|---|---|
| global route | 56710 | 0.6807 |
| floorplan | 50050 | 0.5788 |
| detailed placement | 53120 | 0.6223 |
| global placement | 53120 | 0.6253 |
| finish | 56720 | 0.6268 |
| CTS | 56710 | 0.6327 |
Power figures rest on the tool's default switching activity, not on a simulated workload.
